===== ./run.sh =====
#!/bin/bash
# OpenROAD 26Q1-2900-gdf79404cd8, Yosys 0.63+post, stock flow scripts
make -C /OpenROAD-flow-scripts/flow DESIGN_CONFIG=/design/flow/config.mk WORK_HOME=/design/flow/orfs finish

===== ./config.mk =====
export PLATFORM = sky130hd
export DESIGN_NAME = shift_add_multiplier
export DESIGN_NICKNAME = shift_add_multiplier
export VERILOG_FILES = /design/flow/design.v
export SDC_FILE = /design/flow/constraint.sdc
export NUM_CORES = 4
export LEC_CHECK = 1
export CORE_UTILIZATION = 50

===== ./constraint.sdc =====
current_design shift_add_multiplier

set clk_period 3.3
set clk_io_pct 0.2

create_clock -name clk0 -period $clk_period [get_ports {clk}]

set non_clock_inputs [all_inputs -no_clocks]
set_input_delay [expr $clk_period * $clk_io_pct] -clock clk0 $non_clock_inputs
set_output_delay [expr $clk_period * $clk_io_pct] -clock clk0 [all_outputs]

===== ./design.v =====
module counter #(
    parameter N = 8
) (
    input  logic clk,        
    input  logic rst,        
    input  logic load,       
    input  logic en,         
    input  logic up_down,    
    input  logic [N-1:0] data_in,  
    output logic [N-1:0] data_out,  
    output logic end_flag,          
    output logic \end               
);
    logic [N-1:0] count_reg;
    always_ff @(posedge clk or posedge rst) begin
        if (rst) begin
            count_reg <= '0;
        end else begin
            if (load) begin
                count_reg <= data_in;
            end else if (en) begin
                if (up_down) begin
                    count_reg <= count_reg + 1'b1;
                end else begin
                    if (count_reg != {N{1'b0}})
                        count_reg <= count_reg - 1'b1;
                    else
                        count_reg <= count_reg;  
                end
            end
        end
    end
    assign data_out  = count_reg;
    assign end_flag  = (count_reg == {N{1'b0}});
    assign \end      = end_flag;
endmodule
module shift_add_multiplier (
    input  logic        clk,
    input  logic        rst,
    input  logic [7:0]  multiplicand,  
    input  logic [7:0]  multiplier,    
    output logic [15:0] result,
    output logic        end_op
);
    logic [7:0] A_parallel_in, B_parallel_in, Q_parallel_in;
    logic [7:0] A_out, B_out, Q_out;
    logic       A_ser_in, B_ser_in, Q_ser_in;
    logic       A_ser_out, B_ser_out, Q_ser_out;
    logic [1:0] A_ctrl, B_ctrl, Q_ctrl;  
    shift_register #(.N(8)) regA (
        .clk(clk), .rst(rst), .ctrl(A_ctrl), .parallel_in(A_parallel_in), .ser_in(A_ser_in),
        .parallel_out(A_out), .ser_out(A_ser_out)
    );
    shift_register #(.N(8)) regB (
        .clk(clk), .rst(rst), .ctrl(B_ctrl), .parallel_in(B_parallel_in), .ser_in(B_ser_in),
        .parallel_out(B_out), .ser_out(B_ser_out)
    );
    shift_register #(.N(8)) regQ (
        .clk(clk), .rst(rst), .ctrl(Q_ctrl), .parallel_in(Q_parallel_in), .ser_in(Q_ser_in),
        .parallel_out(Q_out), .ser_out(Q_ser_out)
    );
    logic       cnt_load, cnt_en, cnt_up_down;
    logic [7:0] cnt_data_in, cnt_data_out;
    logic       cnt_end;  
    counter #(.N(8)) iter_cnt (
        .clk(clk), .rst(rst), .load(cnt_load), .en(cnt_en), .up_down(cnt_up_down),
        .data_in(cnt_data_in), .data_out(cnt_data_out), .end_flag(cnt_end)
    );
    logic [7:0] sum;
    logic       c_out;
    logic [7:0] addend;
    assign addend = Q_out[0] ? B_out : 8'd0;
    ula_8_bits alu (
        .a(A_out), .b(addend), .s(4'b1001), .m(1'b0), .cin(1'b0),
        .f(sum), .cout(c_out)
    );
    localparam [2:0] S_LOAD  = 3'd0,
                     S_ADD   = 3'd1,
                     S_SHIFT = 3'd2,
                     S_DONE  = 3'd3;
    logic [2:0] state, next_state;
    logic carry_reg;
    always @* begin
        A_ctrl = 2'b00; B_ctrl = 2'b00; Q_ctrl = 2'b00;
        A_parallel_in = '0; B_parallel_in = '0; Q_parallel_in = '0;
        cnt_load = 1'b0; cnt_en = 1'b0; cnt_up_down = 1'b0; cnt_data_in = '0;
        A_ser_in = 1'b0; Q_ser_in = 1'b0; B_ser_in = 1'b0;  
        case (state)
            S_LOAD: begin
                A_ctrl = 2'b11; A_parallel_in = 8'd0;
                B_ctrl = 2'b11; B_parallel_in = multiplicand;
                Q_ctrl = 2'b11; Q_parallel_in = multiplier;
                cnt_load = 1'b1; cnt_data_in = 8'd8; cnt_up_down = 1'b0;
            end
            S_ADD: begin
                A_ctrl = 2'b11; A_parallel_in = sum;
            end
            S_SHIFT: begin
                A_ctrl = 2'b01; Q_ctrl = 2'b01;
                A_ser_in = carry_reg;
                Q_ser_in = A_ser_out;
                cnt_en = 1'b1; cnt_up_down = 1'b0;
            end
            S_DONE: begin end
        endcase
    end
    always @* begin
        next_state = state;
        case (state)
            S_LOAD:  next_state = S_ADD;
            S_ADD:   next_state = S_SHIFT;
            S_SHIFT: next_state = (cnt_data_out == 8'd1) ? S_DONE : S_ADD;
            S_DONE:  next_state = S_DONE;
            default: next_state = S_LOAD;
        endcase
    end
    always_ff @(posedge clk or posedge rst) begin
        if (rst) begin
            state <= S_LOAD;
            carry_reg <= 1'b0;
        end else begin
            state <= next_state;
            if (state == S_ADD) begin
                carry_reg <= c_out;
            end else if (state == S_SHIFT) begin
                carry_reg <= 1'b0;
            end
        end
    end
    assign result = {A_out, Q_out};
    assign end_op = (state == S_DONE);
endmodule
module shift_register #(
	parameter N = 8
) (
	input  logic clk,
	input  logic rst,
	input  logic [1:0] ctrl,
	input  logic [N-1:0] parallel_in,
	input  logic ser_in,
	output logic [N-1:0] parallel_out,
	output logic ser_out
);
	localparam HOLD          = 2'b00;
	localparam SHIFT_RIGHT   = 2'b01;
	localparam SHIFT_LEFT    = 2'b10;
	localparam PARALLEL_LOAD = 2'b11;
	logic [N-1:0] reg_data;
	always_ff @(posedge clk or posedge rst) begin
		if (rst) begin
			reg_data <= '0;
		end else begin
			case (ctrl)
				PARALLEL_LOAD: reg_data <= parallel_in;                   
				SHIFT_LEFT:    reg_data <= {reg_data[N-2:0], ser_in};     
				SHIFT_RIGHT:   reg_data <= {ser_in, reg_data[N-1:1]};     
				default:       reg_data <= reg_data;                      
			endcase
		end
	end
	assign parallel_out = reg_data;
	assign ser_out = (ctrl == SHIFT_LEFT)  ? reg_data[N-1] :
					 (ctrl == SHIFT_RIGHT) ? reg_data[0]   :
					 1'b0;
endmodule
module ula_74181 (
    input  logic [3:0] a,
    input  logic [3:0] b,
    input  logic [3:0] s,
    input  logic       m,
    input  logic       cin,
    output logic [3:0] f,
    output logic       cout
);
    logic [4:0] sum;
    assign sum = {1'b0, a} + {1'b0, b} + (cin ? 1'b1 : 1'b0);
    assign f = (m == 1'b0) ? sum[3:0] : (a ^ b);
    assign cout = (m == 1'b0) ? sum[4] : 1'b0;
endmodule
module ula_8_bits (
    input  logic [7:0] a, b,
    input  logic [3:0] s,
    input  logic       m,
    input  logic       cin,
    output logic [7:0] f,
    output logic       cout
);
    logic c4;  
    ula_74181 ula_low (
        .a(a[3:0]), .b(b[3:0]),
        .s(s), .m(m), .cin(cin),
        .f(f[3:0]), .cout(c4)
    );
    ula_74181 ula_high (
        .a(a[7:4]), .b(b[7:4]),
        .s(s), .m(m), .cin(c4),
        .f(f[7:4]), .cout(cout)
    );
endmodule

==> results.toml <==
# generated from flow reports
[outcome]
status = "complete, no violations"

[placed_design]
gp_congestion = 0.916
place_hpwl_mm = 2.54
place_area_sq_um = 2330
portBuffers = 34

[sta]
skew_ns = 0.00765
tightest_slew_ns = 0.631
period_minus_slack_ns = 2.67
setup_viol = 0
grt_setup_unrepaired = "false"
slew_violations = 0
max_freq_mhz = 375
fin_crit_sh_pct = 80.9
setup_tns_ns = 0
slew_headroom_pct = 57.9
holdWs_ns = 0.469
hold_violations = 0

[pwr]
leakagePower_nw = 1.14
total_power_mw = 1.67
ir_drop_v = 0.000365
power_density_nw_per_um2 = 696

[floorplanning]
ios = 35
chip_area_sq_um = 4140
initCoreUtil_pct = 52.7
coreArea_sq_um = 3690
die_x_microns = 64.3
std_cell_rows = 22
die-height_microns = 64.3

[critical_path]
start_kind = "register"
arrival_ns = 2.84
end_kind = "register"
worstPathMaxFanout = 10
crit_chain = "and2_1 > ha_1 > inv_1 > fa_1 > inv_1 > a21o_1 > a21oi_1 > fa_1 > inv_1 > fa_1 > a21o_1 > a21oi_1 > o21ai_1"
r2r-end = "carry_reg$_DFFE_PP0P_"
crit_slowest_cell = "dfrtp_1"
worstPathRequired_ns = 3.47
rr_startpoint = "regQ.reg_data[0]$_DFFE_PP0P_"
rrSetupSlack_ns = 0.63
max_stage_delay_ns = 0.45
path_class = "reg -> reg"
reg2regPathDepth = 13

[yosys]
edf_count = 0
top_cell_area_share_pct = 46.4
synth_area_leader_cell = "dfrtp_1"
ys.warnings.count = 3
yosysUniqueCellTypes = 39
ys_seq_share_pct = 47.7
synth-xor-area-share_pct = 3.16
yosysCellCount = 180
ff_type = "dfrtp_1"
area_leaders = "dfrtp_1, mux2i_1, ha_1"
compound_area_share_pct = 12.4
logic_family = "multiplexers"
fa_ha_area_share_pct = 8.89
mux_area_share_pct = 12.9
yosys_area_sq_um = 1940
avgSynthCellArea_sq_um = 10.8
netlist_instances = 180
ys.flops = 37
synth_area_sq_um = 1940
simple_gate_area_share_pct = 11.1
async_flop_share_pct = 100

[cts]
cts.sinks = 37
clk_latency_ns = 0.29
post_cts_resized = 0
cts_setup_buffers = 0
clock-root-buffer = "clkbuf_8"
numCtsBuffers = 5
hold_buffers = 0
clk_pin_slew_ns = 0.07
cts_tree = "done"
cts-htree-levels = 2
cts_buffer_depth = 2

[drt]
first_pass_iters = 4
insertedDiodeCount = 0
wl_mm = 3.62
num_vias = 1418
ant_nets = 0
drt_iter0_drc = 73
via_per_inst = 5.39
drc = 0
wl_per_cell_microns = 13.7

[hold_path]
hp-class = "reg -> reg"
worstHoldStart = "state[3]$_DFF_PP0_"
holdPathStages = 1
worstHoldEndpoint = "state[3]$_DFF_PP0_"

[run]
max_cap_viol_count = 0
warning_count = 27

[global_routing]
grt-ovfl-total = 0
grt_pass1_vias = 1377
grt_usage_pct = 20.8
grt_max_degree = 35
grt_pass1_wl_mm = 6.41
antenna_found_initial = 0

[cells_and_area]
fin_area_sq_um = 2400
drive_above_1_share_pct = 5.58
area_delta_synth_final_pct = 23.7
[per-stage QoR]
stage | cells | setup slack (ns) | utilization [%]
after detailed placement | 257 | 0.671 | 63.2
after global placement | 257 | 0.734 | 63.2
after floorplan | 180 | 0.859 | -
after global routing | 263 | 0.437 | 65.2
final | 263 | 0.631 | 65.2
after CTS | 263 | 0.637 | 65.2
[cell families (layout without fill, tap and decap cells)]
| group | after synthesis | after routing |
|---|---|---|
| multiplexers | 24 | 24 |
| other | 1 | 1 |
| AND-OR/OR-AND | 37 | 37 |
| XOR/XNOR | 7 | 7 |
| flip-flops | 37 | 37 |
| adder cells (fa/ha/maj) | 12 | 12 |
| AND/OR/NAND/NOR | 44 | 44 |
| buffers and inverters | 18 | 53 |
[cells in the mapped netlist (3+ instances only)]
cell and n:
xnor2_1 5, o21ai_1 8, nand2_1 15, and2_1 6, o22ai_1 5, o21ai_0 4, a21o_1 4, inv_1 11
dfrtp_1 36, nor2_1 10, clkbuf_1 5, mux2_1 7, fa_1 3, a211oi_1 3, nor3_1 3, ha_1 9
mux2i_1 16, a21oi_1 5
[final cells by class]
type	instances	area (sq um)
repair buffers	36	355
fillers	291	1280
flip-flops and latches	37	927
inverters	11	41.3
well taps	48	60.1
multi-input cells	125	946
clock buffers	5	68.8
clock inverters	1	5.00
[per-layer routing]
metal	global-route usage, %	routed length (microns)	vias up
met5	0	0	-
met4	3.06	63	0
met3	4.89	284	7
met2	27.6	1430	59
met1	36.8	1840	657
li1	-	-	695
[worst max-delay path, delay by kind of cell, from the launching register on]
kind / cells / cell delay, ns
adder cells (fa/ha/maj): 4 / 1.01
AND-OR/OR-AND: 5 / 0.75
flip-flops: 1 / 0.45
buffers and inverters: 3 / 0.18
AND/OR/NAND/NOR: 1 / 0.17
[where the power goes]
part	total (mW)	switching (mW)	internal (mW)
Clock	0.285	0.146	0.139
Combinational	0.686	0.297	0.388
Sequential	0.703	0.130	0.573
[worst max-delay path by stage]
| stage | from | to | slack [ns] |
|---|---|---|---|
| CTS | regQ.reg_data[0]$_DFFE_PP0P_ | carry_reg$_DFFE_PP0P_ | 0.64 |
| global route | regQ.reg_data[0]$_DFFE_PP0P_ | carry_reg$_DFFE_PP0P_ | 0.44 |
| finish | regQ.reg_data[0]$_DFFE_PP0P_ | carry_reg$_DFFE_PP0P_ | 0.63 |
[cell usage in the layout (no fill, tap or decap), types with 2 or more instances in the layout]
master / count
dfrtp_1: 36
clkdlybuf4s50_1: 34
mux2i_1: 16
nand2_1: 15
inv_1: 11
nor2_1: 10
ha_1: 9
o21ai_1: 8
mux2_1: 7
and2_1: 6
a21oi_1: 5
xnor2_1: 5
o22ai_1: 5
clkbuf_8: 5
o21ai_0: 4
a21o_1: 4
a211oi_1: 3
nor3_1: 3
fa_1: 3
nor2b_1: 2
o21a_1: 2
xor2_1: 2
buf_4: 2
Power is estimated from default activity; no workload was simulated.
